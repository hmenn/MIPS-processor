==> /design/flow/design.v <==
module msb_1bit(r,cout,a,b,op,cin,lessi,v,setz);
  output r,cout;  
  output v,setz;  
  input a,b;   
  input [2:0] op;  
  input cin;  
  input lessi;  
  wire w1,w2,w3,w3n,w4,w5,w5n,w6,w7;
  xor xor1(w1,op[2],b);
  or or1(w2,w1,a);
  and and1(w3,w1,a);
  not not1(w3n,w3);
  and and2(w4,w3n,w2);
  and and3(w5,w4,cin);
  or or2(cout,w5,w3);
  not not2(w5n,w5);
  or or3(w6,w4,cin);
  and and4(w7,w6,w5n);
  mux_4x1 mux0(r,w3,w2,w7,lessi,op[1],op[0]);
  xor xor2(v,cin,cout);
  xor xor3(setz,v,w7);
endmodule
module mux_4x1(output out,input c0,input c1,input c2,input c3,input s1,input s0);
  wire s0n,s1n;  
  wire w1,w2,w3,w4;
  not n1(s0n,s0);
  not n2(s1n,s1);
  and and1(w1,c0,s1n,s0n);
  and and2(w2,c1,s1n,s0);
  and and3(w3,c2,s1,s0n);
  and and4(w4,c3,s1,s0);
  or or1(out,w1,w2,w3,w4);
endmodule
==> /design/flow/run.sh <==
#!/bin/bash
# OpenROAD 26Q1-2900-gdf79404cd8, Yosys 0.63+post, stock flow scripts
make -C /OpenROAD-flow-scripts/flow DESIGN_CONFIG=/design/flow/config.mk WORK_HOME=/design/flow/orfs finish
==> /design/flow/config.mk <==
export PLATFORM = sky130hd
export DESIGN_NAME = msb_1bit
export DESIGN_NICKNAME = msb_1bit
export VERILOG_FILES = /design/flow/design.v
export SDC_FILE = /design/flow/constraint.sdc
export NUM_CORES = 4
export LEC_CHECK = 1
export CORE_AREA = 10 10 70 70
export DIE_AREA = 0 0 80 80
==> /design/flow/constraint.sdc <==
current_design msb_1bit

set clk_period 2.2
set clk_io_pct 0.2

create_clock -name clk0 -period $clk_period

set non_clock_inputs [all_inputs -no_clocks]
set_input_delay [expr $clk_period * $clk_io_pct] -clock clk0 $non_clock_inputs
set_output_delay [expr $clk_period * $clk_io_pct] -clock clk0 [all_outputs]
==> results.txt <==
yosys + openroad results -> Post-Layout Inst Area=337 µm², setup repair after global routing missed its margin=true, required time at the endpoint of the critical path=roughly 1.8 ns, Port Buffer Count=11, hold buffers post-CTS=0, count of boundary I/O pins=11, standard cell area after detailed placement=a little over 300 µm², Largest type area fraction=around a third, endpoint class of the critical path=output port, cell taking the most area after synthesis=sky130_fd_sc_hd__fa_1, number of global-route vias before repair=roughly 150, power per standard cell area=~180 mW/mm², first-pass iteration count of the detailed router=2, Seq/Total Area, Yosys=0%, violation count after the first detailed-route iteration=2, critical path start-end classification=input port to output port, largest driver fanout on the critical path=2, die area=0.00640 mm², run status=completed, fin. max-slew vios=0, Die Wd=80 µm, count of standard-cell rows=21, area inside the core boundary=between 0.003 and 0.004 mm², Max IR drop VDD=just under 0.00005 V, global-route wire length before repair=between 700 and 800 µm, Starting Density=approximately 3.5%, maximum number of pins on one net before global-route repair=4, placer's final routability congestion estimate=0.655, number of sequential cells in the layout=0, routed wire length=about 530 µm, average cell area after synthesis=10.9 µm², max-slew headroom at the worst pin=about 90%, post-placement worst setup slack=-0.770 ns, tally of clock buffers in the finished layout=0, Detailed Place HPWL=between 400 and 500 µm, total number of yosys warnings=0, combined area of all synthesized cells=roughly 120 µm², Worst Slack Setup Final=between 0.02 and 0.03 ns, hold violation total from the final report=0, number of cells in the yosys synthesis report=11, fraction of layout cells with a size suffix above 1=46.2%, worst min path class=input port to output port, routed len/inst=about 7.3 µm, overall die height=80 µm, final critical-path required period=around 2.2 ns, Max Fclk=roughly 460 MHz, Final setup violation count=0, cell at the slowest stage of the critical path=sky130_fd_sc_hd__mux4_2, area used by sequential logic in the layout=0 µm², post-synthesis cell type count=5, top cell types by occurrence after synthesis=sky130_fd_sc_hd__inv_1, sky130_fd_sc_hd__fa_1, sky130_fd_sc_hd__ha_1, sky130_fd_sc_hd__xor2_1, sky130_fd_sc_hd__mux4_2, count leader, synth=sky130_fd_sc_hd__inv_1, overall via count from detail_route=125, Largest cells by area=sky130_fd_sc_hd__fa_1, sky130_fd_sc_hd__ha_1, sky130_fd_sc_hd__mux4_2, ANT cells=0, number of vias per cell after detailed routing=around 1.7, ordered cell list for the critical path=buf_8 -> xor2_4 -> fa_2 -> mux4_2 -> buf_2, Syn-to-layout area delta=180%, initial antenna violation count=0, actual transition at the worst max-transition pin=~0.16 ns, P_leak=~0.14 nW, Chip Area, Yosys=~120 µm², number of remaining DRC errors=0, global-route usage over all layers=roughly 1.4%, post-synthesis instance total=11, ANT nets after route=0, reported max-cap violation count=0, data arrival time of the worst path=1.73 ns, cycle use final=98.7%, worst stage delay on the critical path=0.45 ns, global route overflow=0, category of the worst setup path launch point=input port, tally of OpenROAD warnings=37
worst max-delay path, delay by kind of cell:
kind / cells / cell delay [ns]
muxes: 1 / 0.45
xor gates and xnor gates: 1 / 0.16
buffers and inverters: 2 / 0.23
adders and majority gates: 1 / 0.44
final timing paths:
check	startpoint	to	cells after the start
setup / recovery	b	r	5
hold / removal	a	v	4
power by group:
| part | internal, mW | total [mW] | switching [mW] | leakage, nW |
|---|---|---|---|---|
| logic | 0.0408 | 0.0623 | 0.0214 | 0.144 |
| registers | 0 | 0 | 0 | 0 |
| clock network | 0 | 0 | 0 | 0 |
cells by family after synthesis:
family / share of synthesized area, %
buf+inv: 12.5
mux: 18.7
fa+ha+maj: 54.2
xor+xnor: 14.6
stage by stage:
stage | hold slack [ns] | power (mW) | utilization, % | cells | setup TNS, ns
after global placement | 1.98 | 0.0573 | 8.86 | 70 | -1.91
after detailed placement | 1.99 | 0.0589 | 8.86 | 70 | -1.97
final | 1.44 | 0.0623 | 9.85 | 72 | 0
after floorplan | 0.909 | 0.0152 | - | 11 | 0
after global routing | 1.47 | 0.0708 | 9.85 | 72 | -0.0139
after CTS | 1.61 | 0.0569 | 8.97 | 71 | -0.0975
area by class of cell:
type	count	area, µm²
fill	410	3080
timing repair buffer	15	138
inverter	4	15.0
tap	46	57.6
multi-input combinational	7	126
metal layers:
layer | up-vias | track usage, % | share of wire, % | wire (µm)
met2 | 9 | 1.69 | 33 | 172
met5 | - | 0 | 0 | 0
met3 | 0 | 1.14 | 15 | 79
met1 | 55 | 2.06 | 52 | 277
li1 | 61 | - | - | -
met4 | 0 | 0 | 0 | 0
placed cells by master, fill, tap and decap left out, types with 2 or more instances in the layout:
master	n
sky130_fd_sc_hd__ha_1	2
sky130_fd_sc_hd__inv_1	3
sky130_fd_sc_hd__buf_4	4
sky130_fd_sc_hd__clkdlybuf4s50_1	4
what timing repair did:
item / CTS / global route
gates cloned: 0 / 0
endpoints found under the setup margin: 4 / 2
pin swaps: 2 / 3
buffers inserted: 1 / 1
resized: 17 / 9
hold endpoints to repair: 0 / 0
Power is estimated from default activity; no workload was simulated.
